--- flow/config.mk ---
export PLATFORM = sky130hd
export DESIGN_NAME = cronometro
export DESIGN_NICKNAME = cronometro
export VERILOG_FILES = /design/flow/design.v
export SDC_FILE = /design/flow/constraint.sdc
export NUM_CORES = 4
export LEC_CHECK = 1
export CORE_UTILIZATION = 30
--- flow/constraint.sdc ---
current_design cronometro

set clk_period 5.9
set clk_io_pct 0.2

create_clock -name clk0 -period $clk_period [get_ports {CLOCK_50}]

set non_clock_inputs [all_inputs -no_clocks]
set_input_delay [expr $clk_period * $clk_io_pct] -clock clk0 $non_clock_inputs
set_output_delay [expr $clk_period * $clk_io_pct] -clock clk0 [all_outputs]
--- flow/design.v ---
module contador_cronometro (
    input wire clk_100hz,     
    input wire reset,         
    input wire enable,        
    output reg [3:0] cs_unidade,    
    output reg [3:0] cs_dezena,     
    output reg [3:0] s_unidade,     
    output reg [3:0] s_dezena       
);
always @(posedge clk_100hz or negedge reset)
begin
    if (!reset) begin
        cs_unidade <= 4'd0;
        cs_dezena  <= 4'd0;
        s_unidade  <= 4'd0;
        s_dezena   <= 4'd0;
    end
    else if (enable) begin
        if (cs_unidade == 9 && cs_dezena == 9) begin
            cs_unidade <= 4'd0;
            cs_dezena  <= 4'd0;
            if (s_unidade == 9 && s_dezena == 5) begin  
                s_unidade <= 4'd0;
                s_dezena  <= 4'd0;
            end 
            else if (s_unidade == 9) begin  
                s_unidade <= 4'd0;
                s_dezena  <= s_dezena + 4'd1;
            end 
            else begin  
                s_unidade <= s_unidade + 4'd1;
            end
        end 
        else if (cs_unidade == 9) begin
            cs_unidade <= 4'd0;
            cs_dezena  <= cs_dezena + 4'd1;
        end 
        else begin
            cs_unidade <= cs_unidade + 4'd1;
        end
    end
end
endmodule
module cronometro (
    input  wire CLOCK_50,           
    input  wire KEY_RESET,          
    input  wire SW_RUN,             
    input  wire KEY_WRITE,          
    input  wire KEY_READ,           
    input  wire SW_DISPLAY_MODE,    
    output wire [6:0] HEX0,         
    output wire [6:0] HEX1,         
    output wire [6:0] HEX2,         
    output wire [6:0] HEX3          
);
    wire clk_100hz_wire;
    wire write_pulse_wire;
    wire read_pulse_wire;
    wire [1:0] write_address_wire;
    wire [1:0] read_address_wire;
    wire [3:0] cs_unidade_wire;
    wire [3:0] cs_dezena_wire;
    wire [3:0] s_unidade_wire;
    wire [3:0] s_dezena_wire;
    wire [15:0] tempo_atual_bcd_wire;
    wire [15:0] tempo_memoria_bcd_wire;
    wire [15:0] display_bcd_wire;
    divisor_clock inst_divisor (
        .clk_in(CLOCK_50),
        .rst(KEY_RESET), 
        .clk_out(clk_100hz_wire)
    );
    detector_transicao inst_detect_write (
        .signal_in(~KEY_WRITE),
        .clock(CLOCK_50),
        .clear(KEY_RESET),
        .edge_detected(write_pulse_wire)
    );
    detector_transicao inst_detect_read (
        .signal_in(~KEY_READ),
        .clock(CLOCK_50),
        .clear(KEY_RESET),
        .edge_detected(read_pulse_wire)
    );
    contador_cronometro inst_contador (
        .clk_100hz(clk_100hz_wire),
        .reset(KEY_RESET),
        .enable(SW_RUN),
        .cs_unidade(cs_unidade_wire),
        .cs_dezena(cs_dezena_wire),
        .s_unidade(s_unidade_wire),
        .s_dezena(s_dezena_wire)
    );
    memoria inst_memoria (
        .clock(CLOCK_50),
        .write_enable(write_pulse_wire),
        .write_address(write_address_wire),
        .read_address(read_address_wire),
        .data_in(tempo_atual_bcd_wire),
        .data_out(tempo_memoria_bcd_wire)
    );
    assign tempo_atual_bcd_wire = {s_dezena_wire, s_unidade_wire, cs_dezena_wire, cs_unidade_wire};
    reg [1:0] write_address_reg = 2'd0;
    reg [1:0] read_address_reg  = 2'd0;
    always @(posedge CLOCK_50) begin
        if (!KEY_RESET) begin  
            write_address_reg <= 2'd0;
            read_address_reg  <= 2'd0;
        end
        else begin
            if (write_pulse_wire) begin
                write_address_reg <= write_address_reg + 2'd1;
            end
            if (read_pulse_wire) begin
                read_address_reg <= read_address_reg + 2'd1;
            end
        end
    end
    assign write_address_wire = write_address_reg;
    assign read_address_wire  = read_address_reg;
    assign display_bcd_wire = SW_DISPLAY_MODE ? tempo_atual_bcd_wire : tempo_memoria_bcd_wire;
    decodificador_7seg dec_hex0 (
        .bcd_in(display_bcd_wire[3:0]),
        .seg_out(HEX0)
    );
    decodificador_7seg dec_hex1 (
        .bcd_in(display_bcd_wire[7:4]),
        .seg_out(HEX1)
    );
    decodificador_7seg dec_hex2 (
        .bcd_in(display_bcd_wire[11:8]),
        .seg_out(HEX2)
    );
    decodificador_7seg dec_hex3 (
        .bcd_in(display_bcd_wire[15:12]),
        .seg_out(HEX3)
    );
endmodule
module decodificador_7seg (
    input  wire [3:0] bcd_in,     
    output reg  [6:0] seg_out     
);
    always @(*) begin
        case (bcd_in)
            4'd0: seg_out = 7'b1000000;  
            4'd1: seg_out = 7'b1111001;  
            4'd2: seg_out = 7'b0100100;  
            4'd3: seg_out = 7'b0110000;  
            4'd4: seg_out = 7'b0011001;  
            4'd5: seg_out = 7'b0010010;  
            4'd6: seg_out = 7'b0000010;  
            4'd7: seg_out = 7'b1111000;  
            4'd8: seg_out = 7'b0000000;  
            4'd9: seg_out = 7'b0010000;  
            default: seg_out = 7'b1111111;  
        endcase
    end
endmodule
module detector_transicao (
    input wire signal_in,    
    input wire clock,        
    input wire clear,        
    output reg edge_detected  
);
    reg signal_in_prev;
    always @(posedge clock or negedge clear) begin
        if (!clear) begin
            edge_detected  <= 1'b0;
            signal_in_prev <= 1'b0;
        end
        else if (signal_in_prev == 1'b0 && signal_in == 1'b1) begin
            edge_detected  <= 1'b1;  
            signal_in_prev <= signal_in;  
        end
        else begin
            edge_detected  <= 1'b0;
            signal_in_prev <= signal_in;  
        end
    end
endmodule
module divisor_clock (
    input  wire clk_in,       
    input  wire rst,          
    output reg  clk_out       
);
    parameter DIVISOR = 500000;
    reg [17:0] counter = 18'd0;  
    always @(posedge clk_in or negedge rst) begin
        if (!rst) begin
            counter <= 18'd0;
            clk_out <= 1'b0;
        end
        else if (counter == (DIVISOR / 2) - 1) begin
            counter <= 18'd0;        
            clk_out <= ~clk_out;     
        end
        else begin
            counter <= counter + 18'd1;
        end
    end
endmodule
module memoria (
    input wire       clock,             
    input wire       write_enable,      
    input wire [1:0] write_address,     
    input wire [1:0] read_address,      
    input wire [15:0] data_in,          
    output wire [15:0] data_out         
);
    reg [15:0] tempos [3:0];
    always @(posedge clock) begin
        if (write_enable) begin
            tempos[write_address] <= data_in;
        end
    end
    assign data_out = tempos[read_address];
endmodule
--- flow/run.sh ---
#!/bin/bash
# OpenROAD 26Q1-2900-gdf79404cd8, Yosys 0.63+post, stock flow scripts
make -C /OpenROAD-flow-scripts/flow DESIGN_CONFIG=/design/flow/config.mk WORK_HOME=/design/flow/orfs finish
==> run summary <==
Summary of the current implementation state.

- The flow ran to the end, and the final reports show no timing, DRC or antenna violations.
- The sum of overflow across all layers after global routing is 0, for reference.
- Measured against its own limit, the worst slew margin works out to 50.98%.
- The timer found 16 register pins that no clock reaches; their paths are not timed.
- In this build the clock could be raised as far as 199.4 MHz.
- Summed over all failing endpoints, the final setup total negative slack is 0 ns.
- Multiplexer cells account for 11.46% of the synthesized area.
- The boundary pin count is 34, for reference.
- Post-CTS repair changed the size of 0 cells.
- The area fraction in and, or, nand and nor cells is 12.75%, for reference.
- The detailed router finished its first iteration with 167 violations.
- The via-per-instance ratio is 4.740, for reference.
- The effective utilization at floorplan is 30.65%, for reference.
- The placeable core area is 18,020 sq um, for reference.
- The average wire length per cell after detail routing is 14.00 um, for reference.
- The share of total power dissipated in combinational logic is 12.6%.
- The cell area that synthesis handed to floorplanning was 5525 sq um.
- The count of input and output buffers is 33, for reference.
- A synthesized cell averages 12.88 sq um.
- The tree is rooted in a clkbuf_16.
- The class of the most critical setup path is in2out, for reference.
- Among all cell types in the netlist, the one instantiated most often is edfxtp_1.
- The data required time of the critical path is 4.72 ns, for reference.
- The height of the die is 137.7 um, for reference.
- The register bank with the most flops is inst_memoria.tempos, for reference.
- The CTS tree is built, for reference.
- The ratio of final minimum period to clock period is 85.00%, for reference.
- Cells with a size suffix above 1 make up 13.29% of the layout.
- The fraction of post-synthesis cell area in the top cell type by area is 34.78%, for reference.
- For this design the total switching power over the nets is 0.0003253 W.
- The synthesized instance count is 429.
- Once layout is complete, the utilization of the core stands at 35.49%.
- The startpoint kind of the worst setup timing path is an input port, for reference.
- The post-synth area from yosys stat is 5525 sq um, for reference.
- The number of synthesized register bits is 107, for reference.
- The maximum buffer depth of the clock tree is 2, for reference.
- The class of the tightest hold or removal check is reg2reg, for reference.
- Looking at the cell usage after synthesis, the top flip-flop cell is edfxtp_1.
- The detailed router reported a total wirelength of 9844 um.
- Setup repair after global routing left no endpoint under its margin.
- The areal power density over the cells is 226.5 nW/um^2, for reference.
- The internal power contribution is 0.001124 W, for reference.
- The number of detailed-route iterations in the first pass is 5, for reference.
- The element type at the critical path end is an output port, for reference.
- Per the final timing report, the hold violations number 0.
- The horizontal die size is 137.7 um, for reference.
- Ranked by total cell area, the synthesized netlist is headed by edfxtp_1 35%, dfrtp_1 18%, ha_1 7.5%, mux2i_1 4.5%, nand2_1 2.7%.
- At the pin with the least slew margin, the transition time is 0.7326 ns.
- The final-report max-slew violation count is 0, for reference.
- IR analysis of the VDD net gives a maximum drop of 0.1844 mV.
- The clock network power share is 39.5%, for reference.
- The final antenna-violating net count is 0, for reference.
- The total clock buffers created by CTS is 9, for reference.
- The time the final worst path needs with I/O delays and setup is 5.015 ns, for reference.
- The post-cts hold-fix buffer tally is 0, for reference.
- The first global-routing pass estimated 16,260 um of wire.
- The initial antenna violation count came to 0.
- Endpoints with negative setup slack in the final report add up to 0.
- The H-tree was split into 3 levels.
- The xor and xnor area share after synthesis is 3.963%, for reference.
- The detailed-route DRC error count is 0, for reference.
- The registers reported with the highest flop counts are inst_memoria.tempos x64, inst_divisor.counter x18.
- The cell-mix breakdown from Yosys lists the adder-cell area share as 7.473%.
- During synthesis, Yosys emitted a total of 6 warnings.
- The pin count of the biggest net entering global routing is 44, for reference.
- For this run, the total global-route usage over all layers was measured as 11.48%.
- The via count is 3,332, for reference.
- The die covers 18,960 sq um.
- The number of core rows is 49, for reference.
- Sorting the synthesized cells by how often they occur yields 64 x edfxtp_1, 40 x nand2_1, 39 x dfrtp_1, 33 x ha_1, 25 x mux2i_1.
- The number of unconstrained endpoints is 80, for reference.
- Note, the detailed placer reported a final HPWL of 6651 um.
- After clock tree synthesis, the setup repair step added 0 buffers.
- In the final run the clock tree shows a worst skew of 0.005477 ns.
- The share of synthesized cell area in and-or and or-and compound cells is 7.563%, for reference.
- The sequential fraction of the synthesis area is 53.89%, for reference.
- The number of global-route vias before repair is 3,210.
- The switching fraction of total power is 22.45%, for reference.
- The prevailing logic family in the synthesized netlist is simple AND/OR/NAND/NOR gates, for reference.
- The static power due to leakage is 2.626 nW, for reference.
- For the worst setup path, the data arrival time is 3.84 ns.
- The layout-stage area growth over the synthesis result is 15.78%, for reference.
- The clock edge transition at the registers on the reported setup and hold paths is 0.06 ns, for reference.
- Per the skew report, the later register of the worst-skew pair sees a clock latency of 0.34 ns.
- OpenROAD emitted warnings numbering 48.
- Yosys mapped the design onto 52 distinct sky130hd cell types.
- The number of cell instances after yosys synthesis is 429, for reference.
- Per the detail_route report, inserted antenna diodes total 0.
- Yosys reported that registers with async set or reset make up 36.45%.
- The number of max-cap violations is 0, for reference.
- At the end of routability-driven placement, the weighted congestion stood at 0.7832.
- Per the synthesis report, the dominant area consumer among library cells is edfxtp_1.
- Looking at the power breakdown, sequential logic takes 47.9% of the total.
- The flip-flop count of the largest register after layout is 64, for reference.
- The post-synth tally of flip-flops with integrated enable is 64, for reference.
- The maximum fanout along the worst path is 8, for reference.
-- kinds of logic (layout without fill, tap and decap cells) --
logic type,after synthesis,count (layout)
AND-OR/OR-AND,62,62
adder cells (fa/ha/maj),33,33
flip-flops,107,107
multiplexers,46,46
AND/OR/NAND/NOR,127,127
XOR/XNOR,25,25
buffers and inverters,29,74
-- metal layers --
layer / vias up / GRT usage, % / share of wire [%]
met5: - / 0 / 0
met4: 0 / 1.027 / 0.92
met3: 9 / 4.317 / 7.4
met2: 98 / 17.78 / 45
met1: 1560 / 16.49 / 46
li1: 1665 / - / -
-- layout make-up --
class	instances	area, sq um
clock buffers	9	225.2
clock inverters	7	75.07
fillers	1734	11630
inverters	18	67.56
multi-input cells	293	2387
flip-flops and latches	107	2978
well taps	229	286.5
repair buffers	40	377.9
-- critical path: stages --
cell,delay (ns)
clkdlybuf4s50_1,0.57
nor2b_1,0.62
nand2_1,0.23
nand3_2,0.24
mux2_2,0.36
a22oi_1,0.14
clkdlybuf4s50_1,0.49
-- through the flow --
| step | instances | total power, W | worst slack (ns) | area (sq um) | hold WS [ns] |
|---|---|---|---|---|---|
| after floorplan | 429 | 0.0008154 | 2.281 | 5525 | 0.3730 |
| after global placement | 687 | 0.0008910 | 0.8570 | 6097 | 0.3817 |
| after detailed placement | 687 | 0.0008934 | 0.8122 | 6097 | 0.3792 |
| after CTS | 703 | 0.001470 | 0.8035 | 6397 | 0.3868 |
| after global routing | 703 | 0.001517 | 0.6150 | 6397 | 0.3903 |
| final | 703 | 0.001449 | 0.8849 | 6397 | 0.3861 |
-- power by group through the flow --
stage / registers (W) / clock network, W / logic [W]
final: 0.000695 / 0.000572 / 0.000183
after global routing: 0.000696 / 0.000617 / 0.000205
after CTS: 0.000695 / 0.000589 / 0.000186
-- final timing paths --
kind                                            startpoint  depth (start not counted)                              to  slack (ns)
max reg2reg                        inst_divisor.counter[0]                          6        inst_divisor.counter[16]        4.08
min reg2reg                inst_detect_read.signal_in_prev                          1  inst_detect_read.edge_detected        0.39
min                        inst_detect_read.signal_in_prev                          1  inst_detect_read.edge_detected        0.39
max in group asynchronous                        KEY_RESET                          2            inst_divisor.clk_out        4.64
max                                        SW_DISPLAY_MODE                          7                         HEX3[4]        0.88
min in group asynchronous                        KEY_RESET                          2        inst_divisor.counter[11]        0.91
-- placed cells by master, fill, tap and decap left out, drive strengths merged, types with 2 or more instances in the layout --
cell / synthesis / routed
o21ai: 14 / 14
and4: 4 / 4
edfxtp: 64 / 64
clkbuf: 3 / 9
nor2: 19 / 19
a21oi: 7 / 7
a31o: 4 / 4
mux2: 9 / 9
a21o: 2 / 2
inv: 18 / 20
dfrtp: 39 / 39
clkinv: 0 / 4
a31oi: 8 / 8
a2bb2oi: 12 / 12
mux2i: 29 / 29
buf: 8 / 8
o22ai: 5 / 5
xor2: 12 / 12
and3: 4 / 4
nand2: 41 / 41
mux4: 8 / 8
or3: 5 / 5
nand2b: 8 / 8
nand4: 3 / 3
clkdlybuf4s50: 0 / 32
ha: 33 / 33
nor4b: 3 / 3
a22oi: 8 / 8
nand3: 18 / 18
dfxtp: 4 / 4
nor2b: 3 / 3
and2: 9 / 9
xnor2: 13 / 13
nor3: 4 / 4
Power figures rest on the tool's default switching activity, not on a simulated workload.
